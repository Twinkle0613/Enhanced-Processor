## flow/run.sh

```bash
#!/bin/bash
# OpenROAD 26Q1-2900-gdf79404cd8, Yosys 0.63+post, stock flow scripts
make -C /OpenROAD-flow-scripts/flow DESIGN_CONFIG=/design/flow/config.mk WORK_HOME=/design/flow/orfs finish
```

## flow/config.mk

```make
export PLATFORM = sky130hd
export DESIGN_NAME = halfSecClock
export DESIGN_NICKNAME = halfSecClock
export VERILOG_FILES = /design/flow/design.v
export SDC_FILE = /design/flow/constraint.sdc
export NUM_CORES = 4
export LEC_CHECK = 1
export CORE_UTILIZATION = 30
```

## flow/constraint.sdc

```tcl
current_design halfSecClock

set clk_period 5.5
set clk_io_pct 0.2

create_clock -name clk0 -period $clk_period [get_ports {CLOCK_50}]

set non_clock_inputs [all_inputs -no_clocks]
set_input_delay [expr $clk_period * $clk_io_pct] -clock clk0 $non_clock_inputs
set_output_delay [expr $clk_period * $clk_io_pct] -clock clk0 [all_outputs]
```

## flow/design.v

```verilog
module halfSecClock
(
	input 	CLOCK_50,
	input 	reset,  
	output reg clock
);   
reg [24:0] count;
always@(posedge CLOCK_50, negedge reset)
begin
	if(!reset)
	begin
		count <= 0;
	end
	else
		if(count == 12500000)
		begin
			clock <= !clock ;
			count <=0;
		end
		else
			count <= count + 1; 
end
endmodule
```

==> Changelog: implementation <==
### Changed

* Num CTS Buffers at 3
* Post-synthesis cell type count at 31
* Worst slew pin tran at 0.352 ns
* Cycle use final at slightly below 40%
* All-layer global routing usage at around an eighth
* Longest Clk Path Bufs at 2
* Log Warnings at 26
* Place WS at about 3.1 ns
* R2R Setup Slk at approximately 3.4 ns
* Hold WC Path Type: flip-flop to flip-flop
* Final setup viols at 0
* Pin count of the biggest net entering global routing at 27
* Initial antenna violation count at 0
* Worst-path clk slew at around 0.090 ns
* Setup slack after layout at approximately 3.3 ns
* Global route overflow at 0
* Count of cell instances traversed by the critical path at 1
* Commonest flop: dfrtp_1
* Init Core Util at a little under a third
* Clk latency late pin at about 0.26 ns
* CP max stage cell: clkdlybuf4s50_1
* CP Max Fanout at 2
* Crit path time final at about 2.2 ns
* Share of synthesized registers carrying an async set or reset at 96.2%
* Drt wl/cell at approximately 13 um
* Post_cts resized at 0
* Sink Count at 26
* Post-synth tally of flip-flops with integrated enable at 1
* Routed Antenna Nets at 0
* Die height at 67.4 um
* Final Hold Violating Endpoints at 0
* WP buf/inv at 1
* Setup bufs post-CTS at 0
* Register area at 656 um^2
* CP Class: flip-flop to output port
* Post-Syn Area at about 1300 um^2
* IO buf count at 2
* Global-route wire length before repair at 4130 um
* Die Area at approximately 4500 um^2
* Worst hold slack at 0.483 ns
* Routability cong. at around 0.9
* Crit path DAT at 1.07 ns
* Setup TNS at 0 ns
* Worst path cell trace: clkdlybuf4s50_1
* DRT Pass-1 Iters at 4
* Number of max-cap violations at 0
* Most common logic cells in the final layout: dfrtp_1, nor2_1, nand2_1, xnor2_1, nand3_1
* #FFs+latches synth at 26
* Cell total in the yosys stat output at roughly 130
* CTS tree: built
* Worst setup SP type: flip-flop
* Cell count after synthesis at between 100 and 150
* R2R depth at 5
* Fmax at between 0.4 and 0.5 GHz
* Crit. End Element: output port
* RSZ-0062 raised after global routing: no
* Skew final at ~0.0052 ns
* Crit path max-delay family: buffers and inverters
* Worst Setup SP: clock$_DFFE_PP_
* CTS root buf: clkbuf_8
* # IOs at 3
* Commonest non-fill, non-tap cell in the layout: dfrtp_1
* Post-Route WL at ~2300 um
* R2r endpoint: count[20]$_DFF_PN0_
* Max stage delay on crit path at ~0.46 ns
* Leakage power at 0.000600 uW
* Syn avg cell area at roughly 10 um^2
* # rows at 23
* Status: completed
* Vias in the first global route at between 900 and 1000
* Critical Path End: clock
* Post-synthesis sequential area ratio at around 51%
* Worst vdd ir at between 0.1 and 0.15 mV
* P per Cell Area at approximately 220 nW/um^2
* RR Startpoint: count[0]$_DFF_PN0_
* Detailed Place HPWL at about 1700 um
* P&R area growth vs syn at 11.2%
* Logic cell area at 601 um^2
* Via count at around 920
* Core box area at slightly above 4000 um^2
* Hold-fix buffers, CTS at 0
* WP data required at ~4.4 ns
* Share of layout cells above drive strength 1 at between 6 and 7%
* Final slew viol count at 0
* Routed vias/inst at around 5
* # DRC at 0
* Yosys Warn Count at 1
* Initial drt markers at 19
* Relative slew slack at approximately three quarters
* Htree depth at 1
* Number of diodes at 0
* Yosys Chip Area at roughly 1300 um^2
* Fillers at 385
* Die X at just under 70 um
* HP Start: count[24]$_DFF_PN0_
[state kept, by name, indices dropped and copies added, names as in the netlist]
signal	count
count	25
clock	1
[kinds of logic (layout without fill, tap and decap cells)]
kind of cell,count (synthesis),count (layout),synth area share [%]
buffers and inverters,7,13,2.14
adder cells (fa/ha/maj),2,2,1.95
AND-OR/OR-AND,12,12,5.55
AND/OR/NAND/NOR,64,64,27.7
XOR/XNOR,17,17,11.6
flip-flops,26,26,51.1
[Yosys cell counts (all sizes together), types with 5 or more instances]
| master | n | area share (%) |
|---|---|---|
| dfrtp | 25 | 49 |
| nor2 | 13 | 3.8 |
| nand2 | 10 | 2.9 |
| xnor2 | 10 | 6.8 |
| nand3 | 8 | 3.1 |
| xor2 | 7 | 4.8 |
| a21oi | 5 | 1.9 |
| inv | 5 | 1.5 |
| nand4 | 5 | 2.9 |
| nor4 | 5 | 2.9 |
[worst min-delay path by stage]
| stage | slack (ns) | to | cells after the start |
|---|---|---|---|
| 6_report | 0.48 | count[24]$_DFF_PN0_ | 1 |
| 4_1_cts | 0.48 | count[24]$_DFF_PN0_ | 1 |
| 5_1_grt | 0.52 | count[16]$_DFF_PN0_ | 1 |
[worst reg2reg max path: stages, from the launching register on]
cell and delay (ns):
dfrtp_1 0.42, ha_1 0.23, nand4_1 0.21, or4_1 0.61, or4_1 0.44, a21oi_1 0.16
[where the power goes]
group / internal [uW] / switching, uW
clock: 63.9 / 55.6
sequential: 192 / 0
combinational: 1.09 / 3.49
[metrics by stage]
step | power [uW] | instance area [um^2] | util [%] | std cells
2_1_floorplan | 196 | 1280 | - | 128
3_3_place_gp | 200 | 1370 | 33.8 | 180
3_5_place_dp | 201 | 1370 | 33.8 | 180
4_1_cts | 323 | 1430 | 35.2 | 184
5_1_grt | 329 | 1430 | 35.2 | 184
6_report | 316 | 1430 | 35.2 | 184
[area by class of cell]
type | count | area share [%]
clock buffer | 4 | 3.86
inverter | 5 | 1.31
multi-input combinational | 95 | 42.1
sequential | 26 | 45.9
tap | 50 | 4.38
timing repair buffer | 4 | 2.45
[per-layer routing]
layer,track usage [%],up-vias,share of wire (%)
met2,19.6,14,45
met1,17.8,439,51
met5,0,-,0
met4,2.66,0,1.2
met3,1.88,5,2.7
li1,-,465,-
Power and IR drop assume default switching activity.

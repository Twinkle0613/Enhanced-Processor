==> /design/flow/design.v <==
module oneSecClock
(
	input 	CLOCK_50,
	input 	reset,  
	output reg clock
);   
reg [24:0] count25M;
always@(posedge CLOCK_50, negedge reset)
begin
	if(!reset)
	begin
		count25M <= 0;
	end
	else
		if(count25M == 25000000)
		begin
			clock <= !clock ;
			count25M <=0;
		end
		else
			count25M <= count25M + 1; 
end
endmodule
==> /design/flow/run.sh <==
#!/bin/bash
# OpenROAD 26Q1-2900-gdf79404cd8, Yosys 0.63+post, stock flow scripts
make -C /OpenROAD-flow-scripts/flow DESIGN_CONFIG=/design/flow/config.mk WORK_HOME=/design/flow/orfs finish
==> /design/flow/config.mk <==
export PLATFORM = sky130hd
export DESIGN_NAME = oneSecClock
export DESIGN_NICKNAME = oneSecClock
export VERILOG_FILES = /design/flow/design.v
export SDC_FILE = /design/flow/constraint.sdc
export NUM_CORES = 4
export LEC_CHECK = 1
export CORE_AREA = 10 10 93 93
export DIE_AREA = 0 0 103 103
==> /design/flow/constraint.sdc <==
current_design oneSecClock

set clk_period 5.8
set clk_io_pct 0.2

create_clock -name clk0 -period $clk_period [get_ports {CLOCK_50}]

set non_clock_inputs [all_inputs -no_clocks]
set_input_delay [expr $clk_period * $clk_io_pct] -clock clk0 $non_clock_inputs
set_output_delay [expr $clk_period * $clk_io_pct] -clock clk0 [all_outputs]
==> run_results.csv <==
group,metric,value,unit
worst_setup_path,critical_path.top_delay_family,"buffers and inverters",
die,die-area,0.0106,mm2
drt,first_iter_violations,53,
global_routing,antenna_found_initial,0,
synthesis,yosysWarningCount,1,
worst_setup_path,r2r-end,"count25M[24]$_DFF_PN0_",
power_and_ir_drop,peakVddDrop,0.000153,V
worst_setup_path,path_depth,1,
clock_network,cts_made_buffers,3,
power_and_ir_drop,power_density,226,mW/mm2
power_and_ir_drop,pwr-share-seq,54.6,%
finish,syn_to_final_growth,15.6,%
timing,post-route-min-period,2250,ps
timing,worst_hold_slack,502,ps
die,die_y,103,um
power_and_ir_drop,swShare,17.4,%
run,maxCapViolations,0,
outcome,status,"finished, final reports clean",
placement,port_buffers,2,
placement,place.gp.congestion,0.791,
die,num_rows,30,
worst_setup_path,crit_path_end,"clock",
timing,tightest_slew,325,ps
worst_setup_path,worst_path_largest_cell_delay,480,ps
die,dieWidth,103,um
global_routing,grt.total_usage,4.44,%
timing,slew_headroom,78.2,%
placement,place_hpwl,1.58,mm
synthesis,syn_area,0.00127,mm2
drt,wirelength,2.15,mm
finish,final_layout_size_suffix_gt1_share,8.40,%
drt,drc,0,
worst_setup_path,startpoint_type,"flip-flop",
clock_network,cts_tree,"done",
global_routing,grt_pass1_wl,3.97,mm
clock_network,clkSlewWorstSetupHoldPaths,80,ps
drt,ant_nets,0,
worst_setup_path,critPathCaptureType,"primary output",
worst_hold_path,hp-class,"reg -> reg",
timing,setup-violations-final,0,
timing,slew_violations,0,
synthesis,synthCells,124,
clock_network,hold_buffers,0,
timing,rsz0062_at_grt,"false",
worst_setup_path,crit_slowest_cell,"clkdlybuf4s50_1",
power_and_ir_drop,p_sw,0.0580,mW
drt,viasPerCell,4.24,
synthesis,synth_cell_type_count,30,
drt,wl_per_cell,10.2,um
synthesis,numSynthFlops,26,
clock_network,clock_latency,270,ps
clock_network,post-cts-setup-buffer-count,0,
drt,n_antenna_cell,0,
die,num_io_pins,3,
worst_setup_path,reg2regPathDepth,5,
worst_setup_path,crit_buf_inv,1,
drt,num_vias,895,
synthesis,largest_area_cell,"dfrtp_1",
power_and_ir_drop,comb_power_share,1.3,%
power_and_ir_drop,pwr-share-clk,44.1,%
timing,achievable-frequency,0.444,GHz
finish,layout_top_cell,"dfrtp_1",
global_routing,grt.overflow.total,0,
run,warnings,26,
worst_setup_path,cp.arrival,1090,ps
synthesis,top_cell_area_share,49.1,%
clock_network,cts_buffer_depth,2,
synthesis,ys_chip_area,0.00127,mm2
worst_setup_path,path_max_fanout,2,
finish,fin_area,0.00147,mm2
global_routing,grt_pass1_vias,899,
placement,placed_area,0.00140,mm2
timing,fin_worst_skew,5.05,ps
global_routing,grt_start_max_net_pins,27,
clock_network,cts.root.buffer_cell,"clkbuf_8",
timing,tns,0,ps
finish,lay_top_cells,"dfrtp_1 (25), nand3_1 (11), xnor2_1 (11), nor2_1 (11)",
worst_setup_path,r2r-start,"count25M[0]$_DFF_PN0_",
worst_setup_path,worstPathRequired,4640,ps
finish,num-fill-cells,731,
worst_setup_path,cp_cell_sequence,"clkdlybuf4s50_1",
power_and_ir_drop,leakage,0.598,nW
timing,period_used_share,38.8,%
clock_network,clock_sinks,26,
clock_network,htree_levels,1,
synthesis,yosysSeqAreaShare,51.4,%
power_and_ir_drop,p_int,0.275,mW
worst_setup_path,critPathKind,"reg -> out",
die,core_util_floorplan,18.9,%
worst_setup_path,crit_start,"clock$_DFFE_PP_",
timing,hold_viol,0,
worst_setup_path,rrSetupSlack,3680,ps
synthesis,syn_area_per_cell,10.3,um2
die,core_area,0.00676,mm2
synthesis,area_leaders,"dfrtp_1 (49%), xnor2_1 (7.6%), nand3_1 (4.3%)",
clock_network,cts_resized,0,
finish,fin_util,21.8,%
drt,dr.pass1.iters,4,
synthesis,yosys_cells,124,
cell families (layout without fill, tap and decap cells):
family | count (synthesis) | in the layout | synth area share, %
DFF | 26 | 26 | 51.4
adders and majority gates | 2 | 2 | 1.96
muxes | 1 | 1 | 0.785
and+or+nand+nor | 57 | 57 | 25.8
AOI/OAI and AO/OA | 15 | 15 | 6.77
buffers and inverters | 8 | 15 | 2.94
xor gates and xnor gates | 15 | 15 | 10.3
flip-flops by register name, indices dropped and copies added (netlist names):
register,flops
clock,1
count25M,25
cell type report:
cell class | instances | area [um2] | share of cell area [%]
Clock inverter | 1 | 30.0 | 2.04
Multi-Input combinational cell | 90 | 582 | 39.5
Sequential cell | 26 | 656 | 44.5
Clock buffer | 3 | 41.3 | 2.80
Timing Repair Buffer | 5 | 42.5 | 2.89
Tap cell | 80 | 100 | 6.79
Inverter | 6 | 22.5 | 1.53
per-stage QoR:
| step | setup slack, ps | power [mW] | std cells |
|---|---|---|---|
| floorplan | 3890 | 0.186 | 124 |
| global placement | 3370 | 0.190 | 207 |
| detailed placement | 3360 | 0.190 | 207 |
| CTS | 3520 | 0.339 | 211 |
| global route | 3470 | 0.346 | 211 |
| finish | 3550 | 0.333 | 211 |
synthesized netlist by cell type:
| master | n |
|---|---|
| nand4_1 | 3 |
| nor2b_1 | 1 |
| ha_1 | 2 |
| nor2_1 | 11 |
| nand2_1 | 6 |
| o21ai_0 | 5 |
| a21oi_1 | 6 |
| dfrtp_1 | 25 |
| o31ai_1 | 3 |
| and3_1 | 4 |
| xnor2_1 | 11 |
| o2bb2ai_1 | 1 |
| and4_1 | 2 |
| nand3_2 | 2 |
| inv_1 | 6 |
| or3_1 | 3 |
| edfxtp_1 | 1 |
| and3_2 | 1 |
| clkbuf_1 | 1 |
| nand3_1 | 11 |
| and2_1 | 1 |
| mux2i_1 | 1 |
| nor3_1 | 1 |
| nor4_1 | 4 |
| xor2_1 | 4 |
| or4_1 | 4 |
| nor4bb_1 | 1 |
| nor4b_1 | 1 |
| or4_4 | 1 |
| buf_6 | 1 |
worst min-delay path by stage:
stage                      start                      to  slack (ps)  cells after the start
4_1_cts   count25M[21]$_DFF_PN0_  count25M[21]$_DFF_PN0_         510                      1
5_1_grt   count25M[10]$_DFF_PN0_  count25M[10]$_DFF_PN0_         530                      1
6_report  count25M[21]$_DFF_PN0_  count25M[21]$_DFF_PN0_         500                      1
power groups by stage:
stage	clock [mW]	combinational, mW	sequential (mW)
CTS	0.152	0.00474	0.182
global route	0.159	0.00509	0.182
finish	0.147	0.00434	0.182
metal layers:
metal	wire, um	part of all wire, %	up-vias	track usage [%]
met2	906	42	15	7.22
met4	5	0.23	0	0.107
met1	1140	53	417	6.12
met5	0	0	-	0
li1	-	-	461	-
met3	92	4.3	2	1.22
Power figures rest on the tool's default switching activity, not on a simulated workload.
